### design/flow/run.sh
#!/bin/bash
# OpenROAD 26Q1-2900-gdf79404cd8, Yosys 0.63+post, stock flow scripts
make -C /OpenROAD-flow-scripts/flow DESIGN_CONFIG=/design/flow/config.mk WORK_HOME=/design/flow/orfs finish
### design/flow/config.mk
export PLATFORM = sky130hd
export DESIGN_NAME = my_watch
export DESIGN_NICKNAME = my_watch
export VERILOG_FILES = /design/flow/design.v
export SDC_FILE = /design/flow/constraint.sdc
export NUM_CORES = 4
export LEC_CHECK = 1
export CORE_UTILIZATION = 50
export SYNTH_HDL_FRONTEND = slang
### design/flow/constraint.sdc
current_design my_watch

set clk_period 18.1
set clk_io_pct 0.2

create_clock -name clk0 -period $clk_period [get_ports {clk}]

set non_clock_inputs [all_inputs -no_clocks]
set_input_delay [expr $clk_period * $clk_io_pct] -clock clk0 $non_clock_inputs
set_output_delay [expr $clk_period * $clk_io_pct] -clock clk0 [all_outputs]
### design/flow/design.v
module my_watch(clk, key_reset, key_start_pause, key_display_stop,
    hex0, hex1, hex2, hex3, hex4, hex5
    );
    input clk, key_reset, key_start_pause, key_display_stop;
    output [6:0] hex0, hex1, hex2, hex3, hex4, hex5;
    reg display_work;
    reg counter_work;
    parameter DELAY_TIME     =   10000000;  
    reg [3:0] minute_display_high;
    reg [3:0] minute_display_low;
    reg [3:0] second_display_high;
    reg [3:0] second_display_low;
    reg [3:0] msecond_display_high;
    reg [3:0] msecond_display_low;
    reg [3:0] minute_counter_high;
    reg [3:0] minute_counter_low;
    reg [3:0] second_counter_high;
    reg [3:0] second_counter_low;
    reg [3:0] msecond_counter_high;
    reg [3:0] msecond_counter_low;
    reg [31:0] counter_50M;
    reg 	    reset_1_time;
    reg [31:0]  counter_reset;
    reg		    start_1_time;
    reg [31:0]  counter_start;
    reg		    display_1_time;
    reg [31:0]  counter_display;
    sevenseg LED8_minute_display_high(minute_display_high,hex5);
    sevenseg LED8_minute_display_low(minute_display_low,hex4);
    sevenseg LED8_second_display_high(second_display_high,hex3);
    sevenseg LED8_second_display_low(second_display_low,hex2);
    sevenseg LED8_msecond_display_high(msecond_display_high,hex1);
    sevenseg LED8_msecond_display_low(msecond_display_low,hex0);
    initial
    begin
        counter_reset   = 0;
        counter_work    = 0;
        counter_display = 0;
        counter_50M     = 0;
        display_work      = 1;
        msecond_display_high = 0;
        msecond_display_low  = 0;
        second_display_high = 0;
        second_display_low  = 0;
        minute_display_high = 0;
        minute_display_low  = 0;
        msecond_counter_high = 0;
        msecond_counter_low  = 0;
        second_counter_high = 0;
        second_counter_low  = 0;
        minute_counter_high = 0;
        minute_counter_low  = 0;
    end
    always@(posedge clk)
    begin
        if (!key_reset && !counter_reset) counter_reset            = 1;
        if (!key_start_pause && !counter_start) counter_start      = 1;
        if (!key_display_stop && !counter_display) counter_display = 1;
        if (counter_display) counter_display                       = counter_display+1;
        if (counter_reset) counter_reset                           = counter_reset+1;
        if (counter_start) counter_start                           = counter_start+1;
        if (counter_reset == DELAY_TIME)
        begin
            if (key_reset)
            begin
                counter_reset        = 0;
                counter_work         = 0;
                display_work         = 1;
                counter_50M          = 0;
                msecond_display_high = 0;
                msecond_display_low  = 0;
                second_display_high  = 0;
                second_display_low   = 0;
                minute_display_high  = 0;
                minute_display_low   = 0;
                msecond_counter_high = 0;
                msecond_counter_low  = 0;
                second_counter_high  = 0;
                second_counter_low   = 0;
                minute_counter_high  = 0;
                minute_counter_low   = 0;
            end
            else counter_reset = 1;
        end
        if (counter_start == DELAY_TIME)
        begin
            if (key_start_pause)
            begin
                counter_start = 0;
                counter_work  = !counter_work;
            end
            else counter_start = 1;
        end
        if (counter_display == DELAY_TIME)
        begin
            if (key_display_stop)
            begin
                counter_display = 0;
                display_work    = !display_work;
            end
            else counter_display = 1;
        end
        if (counter_work)
        begin
            counter_50M = counter_50M+1;
            if (counter_50M == 500000)
            begin
                counter_50M         = 0;
                msecond_counter_low = msecond_counter_low+1;
                if (msecond_counter_low == 10)
                begin
                    msecond_counter_low  = 0;
                    msecond_counter_high = msecond_counter_high+1;
                end;
                if (msecond_counter_high == 10)
                begin
                    msecond_counter_high = 0;
                    second_counter_low   = second_counter_low+1;
                end
                if (second_counter_low == 10)
                begin
                    second_counter_low  = 0;
                    second_counter_high = second_counter_high+1;
                end
                if (second_counter_high == 6)
                begin
                    second_counter_high = 0;
                    minute_counter_low  = minute_counter_low+1;
                end
                if (minute_counter_low == 10)
                begin
                    msecond_counter_low = 0;
                    minute_counter_high = minute_counter_high+1;
                end
            end
        end
        if (display_work)
        begin
            minute_display_high  = minute_counter_high;
            minute_display_low   = minute_counter_low;
            second_display_high  = second_counter_high;
            second_display_low   = second_counter_low;
            msecond_display_high = msecond_counter_high;
            msecond_display_low  = msecond_counter_low;
        end
    end
endmodule
module sevenseg(data,
               ledsegments);
    input [3:0] data;
    output ledsegments;
    reg [6:0] ledsegments;
    always@(*)
        case(data)
            0: ledsegments       = 7'b100_0000;
            1: ledsegments       = 7'b111_1001;
            2: ledsegments       = 7'b010_0100;
            3: ledsegments       = 7'b011_0000;
            4: ledsegments       = 7'b001_1001;
            5: ledsegments       = 7'b001_0010;
            6: ledsegments       = 7'b000_0010;
            7: ledsegments       = 7'b111_1000;
            8: ledsegments       = 7'b000_0000;
            9: ledsegments       = 7'b001_0000;
            default: ledsegments = 7'b111_1111;
        endcase
endmodule
==> impl_table.tex <==
% Table of physical implementation metrics
\begin{tabular}{lr}
\hline
Metric & Value \\
\hline
\multicolumn{2}{l}{\textbf{Status}} \\
Result of the run & completed \\
\multicolumn{2}{l}{\textbf{Timing}} \\
Period Utilization, post-route & 49.5\% \\
Number of max-slew violations in the final report & 0 \\
Setup violations, final & 0 \\
Fin worst setup slack & $\sim$9100 ps \\
RSZ-0062 raised after global routing & no \\
Setup clock skew after layout & 20.9 ps \\
Maximum achievable frequency & 112 MHz \\
Final hold vios & 0 \\
Sum Neg Setup Slack & 0 ps \\
Shortest period the worst path allows & 8950 ps \\
Rel. slew slack & between 40\% and 50\% \\
Transition at the pin with the smallest max-transition slack & 870 ps \\
\multicolumn{2}{l}{\textbf{Placement}} \\
Gpl congestion & approximately 0.93 \\
Total cell area at the placement stage & between 10000 and 15000 µm² \\
Pre-CTS WS & 8670 ps \\
Detail Placement HPWL & roughly 19 mm \\
IO buf count & roughly 45 \\
\multicolumn{2}{l}{\textbf{Worst setup path}} \\
Max incr delay on CP & 540 ps \\
Cell family contributing the most delay on the critical path & simple AND/OR/NAND/NOR gates \\
Slowest cell on the critical path & or4\_1 \\
CP Launch Type & input port \\
Number of buffers and inverters on the critical path & 5 \\
Critical path class & in2reg \\
Endpoint required time on the critical path & 18550 ps \\
Maximum fanout encountered on the critical timing path & 36 \\
Cell-by-cell trace of the critical path & clkdlybuf4s50\_1, inv\_1, nor3\_1, and4\_1, nand2\_1, buf\_4, and2\_1, ha\_1, and2\_1, nand4\_1, or3\_1, a22o\_1, or4\_1, a211o\_1, buf\_4, or2\_0, o31a\_1, o21ai\_1, inv\_1, ha\_1, nand2b\_1, a31oi\_1 \\
CP arrival & 9400 ps \\
Worst Setup End Kind & flip-flop \\
Setup slack on the worst flop-to-flop path & between 10000 and 15000 ps \\
\multicolumn{2}{l}{\textbf{Routing}} \\
Number of vias per cell & between 5 and 6 \\
Wire length per cell after detailed routing & between 10 and 15 µm \\
Violation count after the first detailed-route iteration & 517 \\
Antenna diode instance count & 0 \\
Count of unresolved DRC violations after routing & 0 \\
Total vias in the final route & 10223 \\
Routed wire length & about 27 mm \\
Post-detailed-route count of antenna-violating nets & 0 \\
Detailed Routing Iterations Pass 1 & 5 \\
\multicolumn{2}{l}{\textbf{Layout}} \\
Filler instances & 2163 \\
Total area of sequential cells & approximately 4600 µm² \\
Final non-filler cell area & $\sim$14000 µm² \\
Multi-input gate area in the final layout & 7240 µm² \\
Share of final-layout standard cells stronger than drive strength 1 & between 7 and 8\% \\
Commonest non-fill, non-tap cells in the layout & dfxtp\_1 (196), nor2\_1 (145), nand2\_1 (121), xnor2\_1 (75), nand3\_1 (63) \\
Commonest non-fill, non-tap cell in the layout & dfxtp\_1 \\
Syn-to-layout area delta & 12.7\% \\
\multicolumn{2}{l}{\textbf{Power}} \\
Pwr Density & roughly 85 nW/µm² \\
Worst-case vdd ir drop & 101 µV \\
Leak & 0.00523 µW \\
Power, Total & between 1000 and 1500 µW \\
\multicolumn{2}{l}{\textbf{Yosys}} \\
Unique masters post-synth & roughly 84 \\
Yosys Warn Count & 0 \\
Most used flip-flop cell after synthesis & dfxtp\_1 \\
Proportion of netlist area held by the largest area contributor & between 30\% and 40\% \\
Share of flip-flops with an asynchronous set or reset & 0\% \\
Sequential share of the synthesized area & 37.5\% \\
Syn\_area\_per\_cell & approximately 8.5 µm² \\
Synthesized instance count & roughly 1500 \\
Yosys top cell by area & dfxtp\_1 \\
Top cells by area in the synthesized netlist & dfxtp\_1 (32\%), edfxtp\_1 (5.8\%), xnor2\_1 (5.4\%), nor2\_1 (4.4\%), ha\_1 (4.2\%) \\
Ys cells & about 1500 \\
Mapped Area & 12400 µm² \\
EDFF count, synth & 24 \\
Yosys-reported design area after synthesis & 12400 µm² \\
\#FFs+latches synth & 220 \\
\multicolumn{2}{l}{\textbf{Floorplanning}} \\
Number of placement rows & between 50 and 60 \\
IO Count & roughly 46 \\
Floorplan Utilization & about 51\% \\
Total die area & about 25000 µm² \\
Horizontal die dimension & approximately 160 µm \\
DIE HEIGHT & 159 µm \\
Std-Cell Core Area & 24300 µm² \\
\multicolumn{2}{l}{\textbf{Run}} \\
\# Max-Cap Violations & 0 \\
Tally of OpenROAD warnings & about 52 \\
\multicolumn{2}{l}{\textbf{Clock network}} \\
Insertion delay to the later sink of the worst-skew pair & 530 ps \\
Sink Count & about 220 \\
Number of buffers inserted to repair setup after CTS & 0 \\
Root buffer cell & clkbuf\_16 \\
Number of buffers on the longest clock path & 3 \\
Count of hold-fix buffers inserted at cts & 0 \\
TritonCTS clock tree & yes \\
Number of levels the H-tree was split into & 1 \\
Count of cells resized by post-cts repair & 0 \\
Clock-pin slew on the worst setup and hold paths & 60 ps \\
Num CTS Buffers & 25 \\
\multicolumn{2}{l}{\textbf{Global route}} \\
Number of antenna violations at the first check in global routing & 0 \\
Global-route congestion overflow total & 0 \\
Vias in the first global route & around 9700 \\
Maximum number of pins on one net before global-route repair & 39 \\
GR Util All Layers & between 20\% and 30\% \\
Global-route wire length before repair & approximately 47 mm \\
\multicolumn{2}{l}{\textbf{Worst hold path}} \\
Classification of the worst-slack hold path & reg2reg \\
\hline
\end{tabular}
## synthesized netlist by cell type, types with 22 or more instances
master      n
ha_1       42
xor2_1     55
xnor2_1    76
mux2i_1    24
nand3_1    63
and4_1     23
inv_1      61
clkbuf_1   43
dfxtp_1   196
nor2_1    145
nand4_1    61
edfxtp_1   24
nand2_1   121
o21ai_0    35
nor3_1     58
a21oi_1    46
and2_1     28
nor4_1     43
or3_1      22
## flip-flops by register name, summed over array words and instances, names as in the netlist, 7 cells and up
| register | cells |
|---|---|
| LED8_minute_display_high.ledsegments | 7 |
| LED8_msecond_display_low.ledsegments | 7 |
| LED8_minute_display_low.ledsegments | 7 |
| LED8_second_display_high.ledsegments | 7 |
| LED8_msecond_display_high.ledsegments | 7 |
| counter_display | 32 |
| LED8_second_display_low.ledsegments | 7 |
| counter_50M | 32 |
| counter_start | 32 |
| counter_reset | 32 |
## stage by stage
step	utilization, %	instances	hold slack (ps)
floorplan	-	1455	437
global placement	53.7	1772	450
detailed placement	53.7	1772	462
CTS	57.3	1818	470
global route	57.3	1818	511
finish	57.3	1818	470
## per-layer routing
layer	part of all wire, %	GRT usage, %	vias up
met5	0	0	-
met4	2.0	4.50	0
met3	3.7	2.79	41
met2	46	36.3	174
met1	48	34.0	4713
li1	-	-	5295
## cells by family (layout without fill, tap and decap cells)
logic type | Yosys count | after routing | share of synthesized area [%]
xor gates and xnor gates | 131 | 131 | 9.27
adders and majority gates | 42 | 42 | 4.25
AOI/OAI and AO/OA | 219 | 219 | 12.0
and+or+nand+nor | 677 | 677 | 29.5
muxes | 39 | 39 | 3.31
buffers and inverters | 127 | 166 | 4.07
DFF | 220 | 220 | 37.5
## worst paths after layout
kind / startpoint / endpoint / cells after the start
worst max-delay path: key_reset / LED8_msecond_display_high.ledsegments[3] / 22
worst min-delay path: minute_counter_high[3] / minute_counter_high[3] / 1
worst min register to register: minute_counter_high[3] / minute_counter_high[3] / 1
worst max register to register: counter_reset[1] / LED8_msecond_display_high.ledsegments[3] / 23
## power by group
group	internal (µW)	switching [µW]	total, µW
Clock	324	205	529
Combinational	46.6	57.2	104
Sequential	510	35.3	546
Total	881	298	1180
## layout make-up
class / count / share of cell area [%]
inverter: 64 / 1.72
tap: 324 / 2.91
clock inverter: 11 / 0.799
timing repair buffer: 56 / 3.82
sequential: 220 / 33.3
multi-input combinational: 1108 / 51.9
clock buffer: 35 / 5.50
No activity file was given, so power comes from the tool's default toggle rates.
